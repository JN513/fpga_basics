### design.v
module Decoder (
    input wire [3:0] hex,
    output reg [6:0] seg
);
    always @(*) begin
        case (hex)
            4'h0: seg = 7'b0111111;
            4'h1: seg = 7'b0000110;
            4'h2: seg = 7'b1011011;
            4'h3: seg = 7'b1001111;
            4'h4: seg = 7'b1100110;
            4'h5: seg = 7'b1101101;
            4'h6: seg = 7'b1111101;
            4'h7: seg = 7'b0000111;
            4'h8: seg = 7'b1111111;
            4'h9: seg = 7'b1101111;
            4'hA: seg = 7'b1110111;
            4'hB: seg = 7'b1111100;
            4'hC: seg = 7'b0111001;
            4'hD: seg = 7'b1011110;
            4'hE: seg = 7'b1111001;
            4'hF: seg = 7'b1110001;
            default: seg = 7'b0000000;
        endcase
    end
endmodule
module bin_to_bcd (
    input  [5:0] bin,    
    output reg [3:0] bcd1,  
    output reg [3:0] bcd2   
);
    integer i;
    reg [7:0] temp;  
    always @(*) begin
        temp = {2'b00, bin};  
        bcd1 = 4'd0;
        bcd2 = 4'd0;
        for (i = 5; i >= 0; i = i - 1) begin
            if (bcd1 >= 5)
                bcd1 = bcd1 + 3;
            if (bcd2 >= 5)
                bcd2 = bcd2 + 3;
            {bcd2, bcd1, temp} = {bcd2, bcd1, temp} << 1;
        end
    end
endmodule
module seg_multiplexer (
    input wire clk,
    input wire rst_n,
    input wire [6:0] second_units_seg,
    input wire [6:0] second_tens_seg,
    input wire [6:0] minute_units_seg,
    input wire [6:0] minute_tens_seg,
    input wire [6:0] hour_units_seg,
    input wire [6:0] hour_tens_seg,
    output wire CA,
    output wire CB,
    output wire CC,
    output wire CD,
    output wire CE,
    output wire CF,
    output wire CG,
    output wire DP,
    output wire [7:0] AN
);
localparam SET_SECOND_UNITS = 3'b000;
localparam SET_SECOND_TENS  = 3'b001;
localparam SET_MINUTE_UNITS = 3'b010;
localparam SET_MINUTE_TENS  = 3'b011;
localparam SET_HOUR_UNITS   = 3'b100;
localparam SET_HOUR_TENS    = 3'b101;
localparam WAIT_CICLES = 12'd300000;
reg [2:0] state;
reg [6:0] second_units;
reg [6:0] second_tens;
reg [6:0] minute_units;
reg [6:0] minute_tens;
reg [6:0] hour_units;
reg [6:0] hour_tens;
reg [7:0] AN_reg;
reg [6:0] C_reg;
reg DP_reg;
reg [11:0] time_counter;
always @(posedge clk ) begin
    second_units <= second_units_seg;
    second_tens <= second_tens_seg;
    minute_units <= minute_units_seg;
    minute_tens <= minute_tens_seg;
    hour_units <= hour_units_seg;
    hour_tens <= hour_tens_seg;
    if(!rst_n) begin
        state        <= SET_SECOND_UNITS;
        AN_reg       <= 8'b11111111;
        C_reg        <= 7'b0000000;
        DP_reg       <= 1'b0;
        time_counter <= 12'd0;
    end else begin
        case (state)
            SET_SECOND_UNITS: begin
                AN_reg <= 8'b11111110;
                C_reg  <= second_units;
                DP_reg <= 1'b0;
                if(time_counter >= WAIT_CICLES) begin
                    time_counter <= 12'd0;
                    state        <= SET_SECOND_TENS;
                end else begin
                    time_counter <= time_counter + 1;
                end
            end
            SET_SECOND_TENS: begin
                AN_reg <= 8'b11111101;
                C_reg  <= second_tens;
                DP_reg <= 1'b0;
                if(time_counter >= WAIT_CICLES) begin
                    time_counter <= 12'd0;
                    state        <= SET_MINUTE_UNITS;
                end else begin
                    time_counter <= time_counter + 1;
                end
            end
            SET_MINUTE_UNITS: begin
                AN_reg <= 8'b11111011;
                C_reg  <= minute_units;
                DP_reg <= 1'b0;
                if(time_counter >= WAIT_CICLES) begin
                    time_counter <= 12'd0;
                    state        <= SET_MINUTE_TENS;
                end else begin
                    time_counter <= time_counter + 1;
                end
            end
            SET_MINUTE_TENS: begin
                AN_reg <= 8'b11110111;
                C_reg  <= minute_tens;
                DP_reg <= 1'b0;
                if(time_counter >= WAIT_CICLES) begin
                    time_counter <= 12'd0;
                    state        <= SET_HOUR_UNITS;
                end else begin
                    time_counter <= time_counter + 1;
                end
            end
            SET_HOUR_UNITS: begin
                AN_reg <= 8'b11101111;
                C_reg  <= hour_units;
                DP_reg <= 1'b1;
                if(time_counter >= WAIT_CICLES) begin
                    time_counter <= 12'd0;
                    state        <= SET_HOUR_TENS;
                end else begin
                    time_counter <= time_counter + 1;
                end
            end
            SET_HOUR_TENS: begin
                AN_reg <= 8'b11011111;
                C_reg  <= hour_tens;
                DP_reg <= 1'b0;
                if(time_counter >= WAIT_CICLES) begin
                    time_counter <= 12'd0;
                    state        <= SET_SECOND_UNITS;
                end else begin
                    time_counter <= time_counter + 1;
                end
            end
            default: state <= SET_SECOND_UNITS;
        endcase
    end
end
assign CA = ~C_reg[0];
assign CB = ~C_reg[1];
assign CC = ~C_reg[2];
assign CD = ~C_reg[3];
assign CE = ~C_reg[4];
assign CF = ~C_reg[5];
assign CG = ~C_reg[6];
assign DP = ~DP_reg;
assign AN = AN_reg;
endmodule
module Clock #(
    parameter CLK_FREQ = 25_000_000 
) (
    input wire clk,
    input wire rst_n,
    input wire BTNU,  
    input wire BTND,  
    input wire BTNC,  
    output wire CA,
    output wire CB,
    output wire CC,
    output wire CD,
    output wire CE,
    output wire CF,
    output wire CG,
    output wire DP,
    output wire [7:0] AN
);
localparam ONE_SECOND          = CLK_FREQ;
localparam HALF_SECOND         = CLK_FREQ / 2;
localparam QUARTER_OF_A_SECOND = CLK_FREQ / 4;
reg [27:0] time_counter;
reg [5:0] second_counter;
reg [5:0] minute_counter;
reg [5:0] hour_counter;
always @(posedge clk ) begin
    if(!rst_n) begin
        time_counter <= 28'b0;
        second_counter <= 6'b0;
        minute_counter <= 6'b0;
        hour_counter <= 6'b0;
    end else begin
        if(btnu_pressed) begin
            case (increment_mode)
                INCLEMENT_SECOND: begin
                    second_counter <= second_counter + 1'b1;
                end
                INCLEMENT_MINUTE: begin
                    minute_counter <= minute_counter + 1'b1;
                end
                INCLEMENT_HOUR: begin
                   hour_counter <= hour_counter + 1'b1;
                end
            endcase 
        end else if(btnd_pressed) begin
            case (increment_mode)
                INCLEMENT_SECOND: begin
                    second_counter <= second_counter - 1'b1;
                end
                INCLEMENT_MINUTE: begin
                    minute_counter <= minute_counter - 1'b1;
                end
                INCLEMENT_HOUR: begin
                   hour_counter <= hour_counter - 1'b1;
                end
            endcase
        end
        if(time_counter == ONE_SECOND) begin
            time_counter <= 28'b0;
            second_counter <= second_counter + 1'b1;
        end else begin
            time_counter <= time_counter + 1'b1;
        end
        if(second_counter == 'd59) begin
            second_counter <= 6'b0;
            minute_counter <= minute_counter + 1'b1;
        end
        if(minute_counter == 'd59) begin
            minute_counter <= 6'b0;
            hour_counter <= hour_counter + 1'b1;
        end
        if(hour_counter >= 'd23) begin
            hour_counter <= 6'b0;
        end
    end
end
wire [3:0] second_units_bcd, second_tens_bcd;
wire [3:0] minute_units_bcd, minute_tens_bcd;
wire [3:0] hour_units_bcd, hour_tens_bcd;
bin_to_bcd U1(
    .bin(second_counter),
    .bcd1(second_units_bcd),
    .bcd2(second_tens_bcd)
);
bin_to_bcd U2(
    .bin(minute_counter),
    .bcd1(minute_units_bcd),
    .bcd2(minute_tens_bcd)
);
bin_to_bcd U3(
    .bin(hour_counter),
    .bcd1(hour_units_bcd),
    .bcd2(hour_tens_bcd)
);
wire [6:0] second_units_seg, second_tens_seg;
wire [6:0] minute_units_seg, minute_tens_seg;
wire [6:0] hour_units_seg, hour_tens_seg;
Decoder U4(
    .hex(second_units_bcd),
    .seg(second_units_seg)
);
Decoder U5(
    .hex(second_tens_bcd),
    .seg(second_tens_seg)
);
Decoder U6(
    .hex(minute_units_bcd),
    .seg(minute_units_seg)
);
Decoder U7(
    .hex(minute_tens_bcd),
    .seg(minute_tens_seg)
);
Decoder U8(
    .hex(hour_units_bcd),
    .seg(hour_units_seg)
);
Decoder U9(
    .hex(hour_tens_bcd),
    .seg(hour_tens_seg)
);
localparam INCLEMENT_SECOND = 2'b00;
localparam INCLEMENT_MINUTE = 2'b01;
localparam INCLEMENT_HOUR   = 2'b10;
reg [1:0] increment_mode;
always @(posedge clk ) begin
    if(!rst_n) begin
        increment_mode <= INCLEMENT_SECOND;
    end else begin
        if(btnc_pressed) begin
            increment_mode <= increment_mode + 1'b1;
        end
        if(increment_mode >= INCLEMENT_HOUR) begin
            increment_mode <= INCLEMENT_SECOND;
        end
    end
end
reg [28:0] btnu_debouncing_counter, 
    btnd_debouncing_counter, btnc_debouncing_counter;
reg btnu_reg, btnd_reg, btnc_reg;
reg btnu_pressed, btnd_pressed, btnc_pressed;
always @(posedge clk ) begin
    btnu_reg <= BTNU;
    btnd_reg <= BTND;
    btnc_reg <= BTNC;
    if(!rst_n) begin
        btnu_debouncing_counter <= 29'b0;
        btnd_debouncing_counter <= 29'b0;
        btnc_debouncing_counter <= 29'b0;
    end else begin
        if(btnu_reg) begin
            btnu_debouncing_counter <= btnu_debouncing_counter + 1;
        end else begin
            btnu_debouncing_counter <= 29'b0;
        end
        if(btnd_reg) begin
            btnd_debouncing_counter <= btnd_debouncing_counter + 1;
        end else begin
            btnd_debouncing_counter <= 29'b0;
        end
        if(btnc_reg) begin
            btnc_debouncing_counter <= btnc_debouncing_counter + 1;
        end else begin
            btnc_debouncing_counter <= 29'b0;
        end
        if(btnu_debouncing_counter >= HALF_SECOND) begin
            btnu_pressed <= 1;
        end else begin
            btnu_pressed <= 0;
        end
        if(btnd_debouncing_counter >= HALF_SECOND) begin
            btnd_pressed <= 1;
        end else begin
            btnd_pressed <= 0;
        end
        if(btnc_debouncing_counter >= HALF_SECOND) begin
            btnc_pressed <= 1;
        end else begin
            btnc_pressed <= 0;
        end
    end
end
seg_multiplexer U10(
    .clk(clk),
    .rst_n(rst_n),
    .second_units_seg(second_units_seg),
    .second_tens_seg(second_tens_seg),
    .minute_units_seg(minute_units_seg),
    .minute_tens_seg(minute_tens_seg),
    .hour_units_seg(hour_units_seg),
    .hour_tens_seg(hour_tens_seg),
    .CA(CA),
    .CB(CB),
    .CC(CC),
    .CD(CD),
    .CE(CE),
    .CF(CF),
    .CG(CG),
    .DP(DP),
    .AN(AN)
);
endmodule
module top #(
    parameter CLK_FREQ = 100_000_000
) (
    input wire clk,
    input wire CPU_RESETN,  
    input wire BTNC,
    input wire BTNU,
    input wire BTNL,
    input wire BTNR,
    input wire BTND,
    input  wire [15:0] SW,
    output wire [15:0] LED,
    input  wire uart_tx,
    output wire uart_rx,
    output wire CA,
    output wire CB,
    output wire CC,
    output wire CD,
    output wire CE,
    output wire CF,
    output wire CG,
    output wire DP,
    output wire [7:0] AN,  
    output wire [3:0] VGA_R,
    output wire [3:0] VGA_G,
    output wire [3:0] VGA_B,
    output wire VGA_HS,
    output wire VGA_VS
);
Clock #(
    .CLK_FREQ(CLK_FREQ)
) clock (
    .clk  (clk),
    .rst_n(CPU_RESETN),
    .BTNC (BTNC),
    .BTNU (BTNU),
    .BTND (BTND),
    .CA   (CA),
    .CB   (CB),
    .CC   (CC),
    .CD   (CD),
    .CE   (CE),
    .CF   (CF),
    .CG   (CG),
    .DP   (DP),
    .AN   (AN)
);
endmodule
### run.sh
#!/bin/bash
# OpenROAD 26Q1-2900-gdf79404cd8, Yosys 0.63+post, stock flow scripts
make -C /OpenROAD-flow-scripts/flow DESIGN_CONFIG=/design/flow/config.mk WORK_HOME=/design/flow/orfs finish
### config.mk
export PLATFORM = sky130hd
export DESIGN_NAME = top
export DESIGN_NICKNAME = top
export VERILOG_FILES = /design/flow/design.v
export SDC_FILE = /design/flow/constraint.sdc
export NUM_CORES = 4
export LEC_CHECK = 1
export CORE_UTILIZATION = 50
### constraint.sdc
current_design top

set clk_period 3.5
set clk_io_pct 0.2

create_clock -name clk0 -period $clk_period [get_ports {clk}]

set non_clock_inputs [all_inputs -no_clocks]
set_input_delay [expr $clk_period * $clk_io_pct] -clock clk0 $non_clock_inputs
set_output_delay [expr $clk_period * $clk_io_pct] -clock clk0 [all_outputs]
==> results.cfg <==
; flow metrics
[outcome]
outcome = finished, final reports clean

[global_route]
grt_pass1_wl_um = 29300
grt_overflow = 0
antenna_found_initial = 0
grtUsageMet3_pct = 2.54
grt_pass1_vias = 6399
use_met2_pct = 28.2
met1_usage_pct = 28.6
busiest_layer = met1
grt_max_degree = 29
track_usage_pct = 18.1

[layout]
reg_top3 = clock.btnc_debouncing_counter (29), clock.btnd_debouncing_counter (29), clock.btnu_debouncing_counter (29)
drive_gt1_share_pct = 5.73
nFillCells = 1712
area_delta_synth_final_pct = 8.53

[floorplan]
die_h_um = 141
boundaryPins = 71
rows = 50
die_area_mm2 = 0.0200
coreArea_mm2 = 0.0188
fp_util_pct = 51.5
die_w_um = 141

[synth]
largest_area_cell = dfxtp_1
yosys_most_used_dff = dfxtp_1
top_cell_area_share_pct = 40.1
synth_cell_type_count = 75
synth-area-yosys_mm2 = 0.00970
ys_seq_share_pct = 41.0
syn_area_per_cell_um2 = 8.70
edf_count = 3
syn_area_mm2 = 0.00970
ys_top_cells_by_area = dfxtp_1 40%, nor2_1 6.5%, xor2_1 5.8%, xnor2_1 5.3%, ha_1 5.2%
yosys_cells = 1114
synth-seq-cells = 197
syn_inst = 1114
async_flop_share_pct = 0
yosysWarnings = 36

[detailed_routing]
viasPerCell = 5.03
drt_first_pass_iters = 4
drt-total-wl_um = 16900
drc = 0
drtAntennaViolNets = 0
dr_total_vias = 7020
drtIter0Drc = 314
wl_per_cell_um = 12.1
n_antenna_cell = 0

[power]
power_density_mw_per_mm2 = 424
leakage_uw = 0.00397
ir_drop_mv = 0.328

[place]
io_buffers = 18
hpwlAfterDp_um = 11600
routabilityCongestion = 0.839

[sta]
min_period_ns = 2.78
max_freq_mhz = 360
relSlewSlack_pct = 58.7
rsz0062_at_grt = false
setup_viol_count_final = 0
holdWs_ns = 0.470
tns_ns = 0
finalMaxSlewViolations = 0
tightest_slew_ns = 0.613
hold_viol = 0
min_period_over_period_pct = 79.4
skew_ns = 0.00976

[setup_path]
crit_arrival_ns = 3.09
reg2reg_from = clock.minute_counter[3]$_SDFFE_PP0P_
cp-start-kind = register
critPathMaxFanout = 7
end_kind = register
critPathKind = register to register
required_ns = 3.81
cp-startpoint = clock.minute_counter[3]$_SDFFE_PP0P_

[clock_tree]
htreeDepth = 4
numCtsBuffers = 17
cts_tree = built
clk_pin_slew_ns = 0.07
cts_buffer_depth = 2
clkLatencyLatePin_ns = 0.42
cts-root-buf = clkbuf_16
ctsHoldBuffers = 0
post_cts_buffers = 0
cts_resized = 0
cts.sinks = 197

[hold_path]
min-delay-start = clock.U10.AN_reg[0]$_SDFFE_PN1P_
worst_hold_path_type = register to register

[job]
warnings = 70
max_cap_viol_count = 0
## per-layer routing
metal  up-vias  routed length (um)
li1       3769                   -
met1      3157                9120
met2        86                7170
met4         0                 146
met3         8                 435
met5         -                   0
## stage by stage
step                power, uW  cells  cell area (um^2)  utilization [%]  setup slack, ns
detailed placement       2650   1365              9960             52.9            0.740
global placement         2650   1365              9960             52.9            0.822
finish                   4460   1395             10500             55.9            0.722
floorplan                2600   1145              9810                -             1.11
global route             4650   1395             10500             55.9            0.401
CTS                      4510   1395             10500             55.9            0.735
## layout make-up
cell class,count,area (um^2),share of cell area [%]
Clock inverter,9,65.1,0.618
Sequential cell,197,3970,37.8
Multi-Input combinational cell,826,5220,49.6
Inverter,59,221,2.10
Tap cell,260,325,3.09
Clock buffer,21,503,4.78
Timing Repair Buffer,23,218,2.07
## cell usage in the layout, fill, tap and decap left out, types with 11 or more instances in the layout
cell,netlist,final
ha_1,40,40
clkdlybuf4s50_1,0,18
nand4_1,26,26
and3_1,25,25
nand2_1,87,87
conb_1,2,33
xor2_1,64,64
a21oi_1,33,33
nor2_1,167,167
xnor2_1,59,59
inv_1,59,59
or3_1,18,18
nand3_1,58,58
dfxtp_1,194,194
o21ai_0,43,43
clkbuf_16,0,19
nor4_1,11,11
nor3_1,20,20
## cells by family (layout without fill, tap and decap cells)
group,after synthesis,after routing,share of synthesized area [%]
other,2,33,0.0774
adders and majority gates,40,40,5.16
buffers and inverters,122,112,6.41
AOI/OAI and AO/OA,150,150,10.6
xor gates and xnor gates,123,123,11.1
and+or+nand+nor,469,469,24.5
DFF,197,197,41.0
muxes,11,11,1.16
## power breakdown
part	total (uW)	switching, uW	internal (uW)
clock network	1860	833	1030
logic	247	134	113
registers	2350	47.3	2300
## worst paths after layout
check / to / slack [ns] / depth (start not counted)
max: clock.U10.minute_units[3]$_DFF_P_ / 0.72 / 11
min: clock.U10.AN_reg[0]$_SDFFE_PN1P_ / 0.47 / 1
min reg2reg: clock.U10.AN_reg[0]$_SDFFE_PN1P_ / 0.47 / 1
max reg2reg: clock.U10.minute_units[3]$_DFF_P_ / 0.72 / 11
## synthesized netlist by cell type, types with 10 or more instances
cell type,n
dfxtp_1,194
nor2_1,167
nand2_1,87
xor2_1,64
inv_1,59
xnor2_1,59
nand3_1,58
o21ai_0,43
ha_1,40
a21oi_1,33
buf_4,33
nand4_1,26
and3_1,25
nor3_1,20
clkbuf_1,18
or3_1,18
nor4_1,11
a22oi_1,10
and2_1,10
and4_1,10
## worst max-delay path, stage by stage, from the launching register on
cell and delay [ns]:
dfxtp_1 0.45, inv_1 0.14, ha_1 0.23, inv_1 0.06, ha_1 0.22, a21oi_1 0.12, xnor2_1 0.47, inv_1 0.22
ha_1 0.25, a211oi_1 0.17, a311oi_1 0.08, a31o_2 0.25
No activity file was given, so power comes from the tool's default toggle rates.
