`/design/flow/constraint.sdc`:
```
current_design Seven_Segments

set clk_period 6.3
set clk_io_pct 0.2

create_clock -name clk0 -period $clk_period [get_ports {clk}]

set non_clock_inputs [all_inputs -no_clocks]
set_input_delay [expr $clk_period * $clk_io_pct] -clock clk0 $non_clock_inputs
set_output_delay [expr $clk_period * $clk_io_pct] -clock clk0 [all_outputs]
```
`/design/flow/design.v`:
```
module Seven_Segments #(
    parameter CLK_FREQ = 100_000_000
) (
    input wire clk,
    input wire rst_n,
    output wire CA,
    output wire CB,
    output wire CC,
    output wire CD,
    output wire CE,
    output wire CF,
    output wire CG,
    output wire DP
);
localparam SECOND = CLK_FREQ;
reg [3:0] hex;
wire [6:0] seg;
reg [31:0] time_counter;
always @(posedge clk) begin
    if(!rst_n) begin
        hex          <= 4'h0;
        time_counter <= 32'h0;
    end else begin
        if(time_counter == SECOND) begin
            hex          <= hex + 1'b1;
            time_counter <= 32'h0;
        end else begin
            time_counter <= time_counter + 1'b1;
        end
    end
end
Decoder decoder (
    .hex(hex),
    .seg(seg)
);
assign CA = ~seg[0];
assign CB = ~seg[1];
assign CC = ~seg[2];
assign CD = ~seg[3];
assign CE = ~seg[4];
assign CF = ~seg[5];
assign CG = ~seg[6];
assign DP = 1'b1;
endmodule
module Decoder (
    input wire [3:0] hex,
    output reg [6:0] seg
);
    always @(*) begin
        case (hex)
            4'h0: seg = 7'b0111111;
            4'h1: seg = 7'b0000110;
            4'h2: seg = 7'b1011011;
            4'h3: seg = 7'b1001111;
            4'h4: seg = 7'b1100110;
            4'h5: seg = 7'b1101101;
            4'h6: seg = 7'b1111101;
            4'h7: seg = 7'b0000111;
            4'h8: seg = 7'b1111111;
            4'h9: seg = 7'b1101111;
            4'hA: seg = 7'b1110111;
            4'hB: seg = 7'b1111100;
            4'hC: seg = 7'b0111001;
            4'hD: seg = 7'b1011110;
            4'hE: seg = 7'b1111001;
            4'hF: seg = 7'b1110001;
            default: seg = 7'b0000000;
        endcase
    end
endmodule
```
`/design/flow/config.mk`:
```
export PLATFORM = sky130hd
export DESIGN_NAME = Seven_Segments
export DESIGN_NICKNAME = Seven_Segments
export VERILOG_FILES = /design/flow/design.v
export SDC_FILE = /design/flow/constraint.sdc
export NUM_CORES = 4
export LEC_CHECK = 1
export CORE_AREA = 10 10 112 112
export DIE_AREA = 0 0 122 122
```
`/design/flow/run.sh`:
```
#!/bin/bash
# OpenROAD 26Q1-2900-gdf79404cd8, Yosys 0.63+post, stock flow scripts
make -C /OpenROAD-flow-scripts/flow DESIGN_CONFIG=/design/flow/config.mk WORK_HOME=/design/flow/orfs finish
```
==> summary.txt <==
fresh numbers from the pnr run: area share, top type 0.388, All-Layer GR Usage 0.0560, Hold Buf Count CTS 0, crit-path leading delay family simple AND/OR/NAND/NOR gates, Cell Chain, Critical Path inv_1 > ha_1 > nor4b_2 > nand4_1 > or3_1 > mux2i_1 > nor2_1 > inv_1 > ha_1 > a211oi_1 > a2111oi_0 > a31oi_1, synthesis area per yosys 0.00222 mm2, top post-synthesis cells by count 43 x dfxtp_1, 42 x nor2_1, 22 x xor2_1, 17 x inv_1, 17 x nand2_1, # setup viols final 0, die area 0.0149 mm2, 1st-iter DRT viols 151, Crit path arrival time 3.42 ns, dominant cell type by area after synthesis dfxtp_1, Post-Route Skew 0.00739 ns, hold_sp time_counter[31]$_SDFF_PP0_, crit path max fanout 10, Leakage 0.972 nW, Syn Inst Count 259, share of cells above drive strength 1 0.0784, Die Ht 122 um, register bit total from synthesis 43, R2R Path Start time_counter[0]$_SDFF_PP0_, cycle use final 0.517, final max-slew violation count 0, worst reg2reg setup slack 3.04 ns, R2R Path End seg[4]$_DFF_P_, Routed Antenna Nets 0, Pre-Repair DR Iteration Count 6, ys cells 259, CP Class reg2reg, placed standard-cell area 0.00244 mm2, Wirelength per Cell 10.4 um, detailed-route DRC error count 0, Hold Path Class reg2reg, post-layout util 0.247, CTS root buf clkbuf_8, Max-Cap Viols 0, Synth async-reset ratio 0, PD cells 182 mW/mm2, Max H-tree Level 2, final hold vios 0, CTS tree yes, critical path startpoint category flop, core outline area 0.0102 mm2, Vias 1742, Internal 0.355 mW, register share after synthesis 0.388, WL final 4220 um, Max Clk Rate 307 MHz, die width 122 um, worst setup path startpoint time_counter[0]$_SDFF_PP0_, Slowest cell on crit path or3_1, Post-CTS Setup Bufs 0, clk latency late pin 0.29 ns, WHS 0.504 ns, switching pwr 0.104 mW, Tmin final 3.26 ns, vias in the first global route 1609, Area growth syn-to-layout 13.8%, DR vias/cell 4.31, IO Pins 10, Mean Syn Cell Area 8.57 um2, sw frac 0.227, initial antenna violation count 0, routability congestion estimate 0.910, Combinational Power Share 0.024, I/O Buffers 8, most frequent cell after synthesis dfxtp_1, Post-Syn Area 0.00222 mm2, Yosys warning total 2, synth top area cells dfxtp_1 39%, xor2_1 8.7%, nor2_1 7.1%, ha_1 5.6%, xnor2_1 3.9%, RSZ-0062 raised after global routing no, Diodes inserted 0, Resized Gates After CTS 0, Critical Path Max Stage Delay 0.59 ns, slack of the critical path 3.04 ns, Critical Path Stages 12, crit path DRT 6.46 ns, HPWL Detailed 3060 um, clk buf depth 2, fp util 0.217, placed cells 396, largest net degree at the start of global routing 32, Worst Tran Pin Value 0.678 ns, Place WS 2.82 ns, Seq pwr share 0.601, first-pass GRT wire length 7160 um, fin area 0.00252 mm2, post-route insts no fill 404, CTS clk-pin slew, worst paths 0.09 ns, TNS Setup 0 ns, clock share of power 0.375, crit end category flop, Distinct lib cells used 48, total power 0.459 mW, crit path to seg[4]$_DFF_P_, CTS Buf Count 5, R2R depth 12, maximum vdd drop 0.0000757 V, OpenROAD warnings 31, # rows 37, Top FF cell, synth dfxtp_1, Post-synth EDFFs 0, worst path bufs/invs 2, fillers 1069, Sink Count 43, status finished, final reports clean, slew margin rel. 0.544, GRT Residual Overflow 0
registers in the layout, indices dropped and copies added (netlist names):
register,count
time_counter,32
hex,4
seg,7
per-layer routing:
metal	wire length, um	part of all wire	vias up	GRT usage
li1	-	-	900	-
met1	2060	0.49	793	0.0776
met2	1860	0.44	41	0.0908
met3	197	0.047	8	0.00845
met4	98	0.023	0	0.0119
met5	0	0	-	0
power by group through the flow:
stage	combinational, mW	sequential [mW]	clock, mW
final	0.0112	0.276	0.172
after CTS	0.0114	0.276	0.179
after global routing	0.0129	0.276	0.188
cells by family (layout without fill, tap and decap cells):
kind of cell	count (synthesis)	count (layout)	synth area share
AND/OR/NAND/NOR	118	118	0.280
adder cells (fa/ha/maj)	10	10	0.0564
AND-OR/OR-AND	24	24	0.0756
other	1	1	0.00169
buffers and inverters	27	36	0.0508
multiplexers	3	3	0.0141
XOR/XNOR	33	33	0.134
flip-flops	43	43	0.388
layout by cell type (no fill, tap or decap), types with 5 or more instances in the layout:
| cell type | n |
|---|---|
| clkdlybuf4s50_1 | 8 |
| ha_1 | 10 |
| inv_1 | 17 |
| nor2_1 | 42 |
| clkbuf_8 | 5 |
| xor2_1 | 22 |
| nand4_1 | 12 |
| nand2_1 | 17 |
| xnor2_1 | 10 |
| nor3_1 | 6 |
| nand3_1 | 10 |
| dfxtp_1 | 43 |
| and3_1 | 11 |
worst min-delay path: cells and delay by family, from the launching register on:
kind	cells	cell delay, ns
flops	1	0.33
compound gates	2	0.13
area by class of cell:
cell class	instances	area [um2]	area share
Timing Repair Buffer	9	87.6	0.0347
Inverter	19	76.3	0.0302
Sequential cell	43	861	0.341
Multi-Input combinational cell	189	1240	0.493
Tap cell	136	170	0.0674
Clock inverter	2	12.5	0.00496
Clock buffer	6	72.6	0.0287
how the worst min path moves through the flow:
stage	cells past startpoint	to	slack (ns)
finish	2	time_counter[31]$_SDFF_PP0_	0.50
global route	2	time_counter[31]$_SDFF_PP0_	0.54
CTS	2	time_counter[31]$_SDFF_PP0_	0.50
Power figures rest on the tool's default switching activity, not on a simulated workload.
