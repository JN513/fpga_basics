**design/flow/run.sh**
```bash
#!/bin/bash
# OpenROAD 26Q1-2900-gdf79404cd8, Yosys 0.63+post, stock flow scripts
make -C /OpenROAD-flow-scripts/flow DESIGN_CONFIG=/design/flow/config.mk WORK_HOME=/design/flow/orfs finish
```
**design/flow/config.mk**
```make
export PLATFORM = sky130hd
export DESIGN_NAME = Button_Modes
export DESIGN_NICKNAME = Button_Modes
export VERILOG_FILES = /design/flow/design.v
export SDC_FILE = /design/flow/constraint.sdc
export NUM_CORES = 4
export LEC_CHECK = 1
export CORE_UTILIZATION = 50
```
**design/flow/constraint.sdc**
```tcl
current_design Button_Modes

set clk_period 2.9
set clk_io_pct 0.2

create_clock -name clk0 -period $clk_period [get_ports {clk}]

set non_clock_inputs [all_inputs -no_clocks]
set_input_delay [expr $clk_period * $clk_io_pct] -clock clk0 $non_clock_inputs
set_output_delay [expr $clk_period * $clk_io_pct] -clock clk0 [all_outputs]
```
**design/flow/design.v**
```verilog
module Button_Modes #(
    parameter CLK_FREQ = 25_000_000 
) (
    input  wire clk,
    input  wire rst_n,
    input  wire btn,
    output  reg [7:0] leds
);
localparam ONE_SECOND          = CLK_FREQ;
localparam HALF_SECOND         = CLK_FREQ / 2;
localparam QUARTER_OF_A_SECOND = CLK_FREQ / 4;
localparam SHIFFTER        = 3'b000;
localparam COUNTER         = 3'b001;
localparam FIVES           = 3'b010;
localparam BLINK           = 3'b011;
localparam INVERSE_COUNTER = 3'b100;
reg [2:0]  state;
reg [7:0]  led_counter;
reg [31:0] counter;
reg button_pressed;
always @(posedge clk ) begin
    if(!rst_n) begin
        state       <= SHIFFTER;
        leds        <= 8'h1F;
        counter     <= 32'h0;
        led_counter <= 8'h0;
    end else begin
        case (state)
            SHIFFTER: begin
                if(counter >= QUARTER_OF_A_SECOND) begin
                    counter <= 1'b0;
                    leds    <= {leds[6:0], leds[7]};
                end else begin
                    counter <= counter + 1'b1;
                end
                if(button_pressed) begin
                    state   <= COUNTER;
                    leds    <= 8'h00;
                    counter <= 32'h0;
                end
            end
            COUNTER: begin
                if(counter >= HALF_SECOND) begin
                    counter <= 1'b0;
                    led_counter <= led_counter + 1'b1;
                end else begin
                    counter <= counter + 1'b1;
                end
                leds <= led_counter;
                if(button_pressed) begin
                    state   <= FIVES;
                    leds    <= 8'h55;
                    counter <= 32'h0;
                end
            end
            FIVES: begin
                if(counter >= QUARTER_OF_A_SECOND) begin
                    counter <= 1'b0;
                    leds    <= {leds[6:0], leds[7]};
                end else begin
                    counter <= counter + 1'b1;
                end
                if(button_pressed) begin
                    state   <= BLINK;
                    leds    <= 8'hFF;
                    counter <= 32'h0;
                end
            end
            BLINK: begin
                if(counter >= HALF_SECOND) begin
                    counter <= 1'b0;
                    leds <= ~leds;
                end else begin
                    counter <= counter + 1'b1;
                end
                if(button_pressed) begin
                    state   <= INVERSE_COUNTER;
                    leds    <= 8'hFF;
                    counter <= 32'h0;
                end
            end
            INVERSE_COUNTER: begin
                if(counter >= HALF_SECOND) begin
                    counter <= 1'b0;
                    led_counter <= led_counter - 1'b1;
                end else begin
                    counter <= counter + 1'b1;
                end
                leds <= led_counter;
                if(button_pressed) begin
                    state   <= SHIFFTER;
                    leds    <= 8'h1F;
                    counter <= 32'h0;
                end
            end
            default: begin
                state   <= SHIFFTER;
                leds    <= 8'h1F;
                counter <= 32'h0;
            end
        endcase
    end
end
reg [28:0] debouncing_counter;
reg btn_reg;
always @(posedge clk ) begin
    button_pressed <= btn;
    btn_reg        <= btn;
    if(!rst_n) begin
        debouncing_counter <= 21'h0;
    end else begin
        if(btn_reg) begin
            debouncing_counter <= debouncing_counter + 1'b1;
        end else begin
            debouncing_counter <= 21'h0;
        end
        if(debouncing_counter >= HALF_SECOND) begin
            debouncing_counter <= 21'h0;
            button_pressed     <= 1'b1;
        end
    end
end
endmodule
```
==> run_results.csv <==
group,metric,value,unit
layout,stdcell_area,4603,um2
synth,ys_sh_aoi,14.72,%
synth,fa_ha_area_share,3.498,%
clock_network,cts_sinks,84,
layout,drive_above_1_share,11.61,%
synth,logic_family,"simple AND/OR/NAND/NOR gates",
critical_path,r2r_slack,630,ps
worst_hold_path,whs_path_depth,2,
worst_hold_path,hold_path_class,"flip-flop to flip-flop",
critical_path,critPathCaptureType,"flip-flop",
timing,fin_skew,12.01,ps
critical_path,critPathKind,"flip-flop to flip-flop",
timing,fmax,440.2,MHz
clock_network,clk_pin_slew,90,ps
power_and_ir_drop,max-vdd-ir-drop,0.3306,mV
layout,flop_area,1682,um2
route,drt-initial-drc-count,232,
route,drt_wl_total,8.239,mm
layout,mostFrequentLayoutCells,"dfxtp_1 (84), nor3_1 (41), nand2_1 (36)",
timing,setup_ws,628.2,ps
power_and_ir_drop,swShare,25.26,%
floorplan,num_rows,32,
synth,synthDistinctLibCells,62,
floorplan,die_area,8667,um2
route,drc,0,
critical_path,cp_slowest_cell,"dfxtp_1",
critical_path,cp_max_fo,13,
synth,flop_cell,"dfxtp_1",
synth,async_flop_share,0,%
layout,fillCellCount,691,
power_and_ir_drop,intPower,1.661,mW
synth,avgSynthCellArea,8.961,um2
power_and_ir_drop,netSwitchingPower,0.5614,mW
layout,top_regs,"counter: 32 flops, debouncing_counter: 29 flops",
route,ant_nets,0,
layout,syn_to_final_growth,10.95,%
clock_network,clockBufferDepth,2,
timing,report.final.slew_viol_count,0,
critical_path,timing.rr.end,"led_counter[6]$_SDFFE_PN0P_",
power_and_ir_drop,p_leak,1.562,nW
critical_path,setup.worst_path.start,"state[1]$_DFF_P_",
placement,io_buffers,10,
critical_path,cp-start-kind,"flip-flop",
route,wl_per_cell,13.89,um
synth,edf_count,0,
placement,gp_congestion,0.8545,
layout,final_util,58.36,%
placement,place_inst,577,
route,routed_via_density,5.646,
layout,lay_top_count,"dfxtp_1",
floorplan,initCoreUtil,52.60,%
status,outcome,"finished, final reports clean",
synth,mux_area_share,0.6031,%
synth,xor_area_share,9.288,%
power_and_ir_drop,clockPowerShare,39.1,%
critical_path,r2r_cells,7,
timing,finalClockPeriodUsage,78.34,%
synth,syn_inst,463,
floorplan,die_w,93.10,um
timing,setup_violations,0,
timing,tns,0,ps
clock_network,cts_resized,0,
clock_network,cts_hold_buf,0,
power_and_ir_drop,p_per_area,482.9,nW/um2
floorplan,core_area,7888,um2
grt,grt_pass1_wl,14.34,mm
grt,antenna_found_initial,0,
timing,holdWs,502.8,ps
synth,simple_gate_area_share,27.65,%
synth,ys.flops,84,
clock_network,cts_root_buf,"clkbuf_8",
layout,largest_register_ffs,32,
floorplan,die_y,93.10,um
clock_network,cts_tree,"done",
clock_network,insertion_delay,360,ps
job,warnings,29,
synth,syn-cell-area,4149,um2
placement,place_ws,553.4,ps
power_and_ir_drop,total_power,2.223,mW
synth,ys_chip_area,4149,um2
clock_network,htree_num_levels,3,
layout,comb_area,2362,um2
timing,slew_headroom,59.87,%
route,drt_pass1_iterations,4,
timing,period_minus_slack,2272,ps
grt,grt_overflow_total,0,
job,maxCapViolCount,0,
power_and_ir_drop,power_frac_seq,54.9,%
route,antenna_cells,0,
critical_path,max_stage_delay,630,ps
critical_path,arrival,2530,ps
grt,grt_use_total,20.90,%
layout,top_register,"counter",
worst_hold_path,min_to,"leds[4]$_SDFFE_PN1P_",
synth,ys_seq_share,40.53,%
route,vias,3348,
synth,ys_cells,463,
clock_network,cts_buffers,9,
timing,hold_violations,0,
synth,yosysWarnings,1,
timing,rsz0062_at_grt,"false",
critical_path,critical_path_required,3150,ps
floorplan,io-pin-count,11,
critical_path,worstPathCellList,"inv_1 > fa_1 > nand2b_1 > a21oi_1 > o21a_1 > o21ai_0 > a41o_1",
critical_path,r2r-start,"state[1]$_DFF_P_",
worst_hold_path,hp-start,"leds[4]$_SDFFE_PN1P_",
placement,placed_area,4399,um2
layout,layout.cells.non_filler,593,
clock_network,post_cts_buffers,0,
power_and_ir_drop,combPwrFrac,6.0,%
placement,dpl.hpwl,5.611,mm
grt,grt_pass1_vias,3007,
grt,grt_max_degree,25,
timing,worstMarginPinSlew,600.1,ps
## power groups by stage
stage	Sequential (mW)	Clock, mW	Combinational (mW)
4_1_cts	1.22	0.899	0.134
5_1_grt	1.23	0.949	0.152
6_report	1.22	0.870	0.133
## area by class of cell
type                       instances  share of cell area [%]
clock inverter                     7                   1.740
multi-input combinational        355                   51.32
sequential                        84                   36.53
clock buffer                       9                   2.691
timing repair buffer              18                   3.479
inverter                          18                   1.468
tap                              102                   2.772
## layer usage
layer	vias up	part of all wire, %	track usage [%]
met5	-	0	0
met2	47	45	31.43
met1	1567	51	33.55
met4	0	0.85	1.538
li1	1729	-	-
met3	5	3.5	3.970
## how the worst max path moves through the flow
stage	to	slack (ps)	depth (start not counted)
CTS	led_counter[6]$_SDFFE_PN0P_	650	7
finish	led_counter[6]$_SDFFE_PN0P_	630	7
global route	led_counter[6]$_SDFFE_PN0P_	420	7
## worst max-delay path, delay by kind of cell (launching register included)
family | cells | cell delay [ps]
flops | 1 | 630
compound gates | 4 | 610
fa+ha+maj | 1 | 480
buf+inv | 1 | 260
simple gates | 1 | 190
## cells by family after synthesis
group / Yosys count
DFF: 84
other: 1
AOI/OAI and AO/OA: 81
adders and majority gates: 11
xor gates and xnor gates: 44
muxes: 2
buffers and inverters: 36
and+or+nand+nor: 204
## Yosys cell counts, types with 10 or more instances
cell type / n / area [um2]
dfxtp_1: 84 / 1682
nor3_1: 41 / 205.2
nand2_1: 36 / 135.1
xor2_1: 32 / 280.3
nor2_1: 26 / 97.59
nand3_1: 25 / 125.1
a21oi_1: 21 / 105.1
nor3_2: 20 / 200.2
inv_1: 18 / 67.56
clkbuf_1: 15 / 56.30
nand4_1: 14 / 87.58
o21ai_0: 12 / 60.06
xnor2_1: 12 / 105.1
ha_1: 10 / 125.1
No activity file was given, so power comes from the tool's default toggle rates.
